`./design.v`:
```
package apb_pkg;
  parameter ADDR_WIDTH = 14;
  parameter DATA_WIDTH = 32;
  typedef enum {
    APB_READ,
    APB_WRITE
  } read_write_apb_enum;
  typedef struct packed {
    logic [ADDR_WIDTH -1:0] PADDR;
    logic PSELx;
    logic [DATA_WIDTH-1:0] PWDATA;
    logic PSTRB;
    read_write_apb_enum PWRITE;
    logic PENABLE;
  } apb_req_s;
  typedef struct packed {
    logic [DATA_WIDTH-1:0] PRDATA;
    logic PREADY;   
    logic PSLVERR;   
  } apb_resp_s;
endpackage
package fsm_pkg;
  typedef enum {
    INITIAL_REQ_ST,
    SAMPLE_DATA_REQ_ST,
    WRT_REQ_ST,
    WAIT_REQ_ST
  } ni_req_states_e;
  typedef enum {
    INITIAL_RESP_ST,
    FIFO_RREQ_RESP_ST,
    FIFO_SAMPLE_DATA_ST,
    DRIVE_FLIT_OUT_ST
  } ni_resp_states_e;
  typedef enum {
    DONE_ST,
    IDLE_ST,
    FIFO_RREQ_ST,
    SETUP_ST,
    ACCESS_ST
  } apb_master_states_req_e;
  typedef enum {
    FIFO_WR_INIT_ST,
    FIFO_CHK_FULL,
    FIFO_PUSH_ST
  } apb_master_states_resp_e;
endpackage
package ni_pkg;
  parameter DATA_WIDTH = 32;
  parameter ADDR_WIDTH = 14;
  parameter NUM_DATA_FLITS = calc_num_flits(DATA_WIDTH);
  parameter NUM_ADDR_FLITS = calc_num_flits(ADDR_WIDTH);
  parameter NUM_BODY_FLITS = NUM_DATA_FLITS + NUM_ADDR_FLITS;
  parameter TOTAL_FLITS = NUM_BODY_FLITS + 2;
  parameter NUM_RESP_FLITS = NUM_BODY_FLITS + 1;
  parameter REMAINING_BEATS_LENGTH_REQ = $clog2(NUM_BODY_FLITS);
  parameter REMAINING_BEATS_LENGTH_RESP = $clog2(NUM_RESP_FLITS);
  typedef struct packed {
    logic [2:0] number_of_flits;
    logic [1:0] flag_bits;
    logic [2:0] mode_bits;
    logic [3:0] destination_addr;
    logic [3:0] source_addr;
  } head_flit_s;
  typedef struct packed {
    logic [14:0] data_bits;
    logic        flit_identifier;
  } body_flit_s;
  typedef struct packed {
    logic [14:0] data_bits;
    logic        flit_identifier;
  } tail_flit_s;
  function automatic int calc_num_flits(int data_width);
    int bits_per_flit = 15;
    int num_flits = (data_width + bits_per_flit - 1) / bits_per_flit;   
    return num_flits;
  endfunction
  typedef struct packed {
    head_flit_s head_flit;
    body_flit_s [NUM_BODY_FLITS-1:0] body_flit;
    tail_flit_s tail_flit;
  } req_packet_s;
  typedef struct packed {
    head_flit_s head_flit;
    body_flit_s [NUM_DATA_FLITS-1:0] body_flit;
    tail_flit_s tail_flit;
  } resp_packet_s;
  function automatic logic [DATA_WIDTH-1:0] get_data(input req_packet_s packet);
    logic [DATA_WIDTH-1:0] result;
    int bits_per_flit = 15;   
    result = '0;   
    for (int i = 0; i < NUM_BODY_FLITS - 1; i++) begin
      result = result | (packet.body_flit[i].data_bits << i * bits_per_flit);
    end
    return result;
  endfunction
  function automatic void print_data_flits(input req_packet_s packet);
    logic [DATA_WIDTH-1:0] concatenated_data;
    int bits_per_flit = 15;   
    $display("Time=%0t: === DATA FLITS BREAKDOWN ===", $time);
    for (int i = 0; i < NUM_BODY_FLITS; i++) begin
      $display("Time=%0t: Data Flit[%0d] = 0x%04h (data_bits = 0x%04h, flit_id = %0d)", $time, i,
               packet.body_flit[i], packet.body_flit[i].data_bits,
               packet.body_flit[i].flit_identifier);
    end
    concatenated_data = '0;   
    for (int i = 0; i < NUM_BODY_FLITS; i++) begin
      concatenated_data = concatenated_data | (packet.body_flit[i].data_bits << (i*bits_per_flit));
    end
    $display("Time=%0t: === CONCATENATED DATA ===", $time);
    $display("Time=%0t: Full data value = 0x%08h (%0d bits)", $time, concatenated_data, DATA_WIDTH);
    $display("Time=%0t: =========================", $time);
  endfunction
  function automatic logic [31:0] extract_resp_data_from_packet(resp_packet_s packet);
    logic [31:0] extracted_data;
    extracted_data[31:0] = {
      packet.body_flit[0],   
      packet.body_flit[1],   
      {packet.body_flit[2].data_bits[14:13]}   
    };
    return extracted_data;
  endfunction
  function automatic logic extract_resp_from_packet(resp_packet_s packet);
    return packet.body_flit[2].data_bits[12];
  endfunction
  function automatic void print_data_fields(logic [31:0] data);
    logic [ 7:0] body_flit_0 = data[31:16];
    logic [ 7:0] body_flit_1 = data[15:2];
    logic [15:0] body_flit_2 = data[1:0];   
    $display("Data Fields Breakdown (32-bit value: 0x%8h):", data);
    $display("  body_flit[0]                 = 0x%h", body_flit_0);
    $display("  body_flit[1]                 = 0x%h", body_flit_1);
    $display("  body_flit[2].data_bits[14:13] = 0x%h", body_flit_2);
    $display("----------------------------------------");
  endfunction
endpackage
module sync_fifo #(
    parameter DEPTH = 8,
    parameter type DTYPE = int
) (
    input        rstn,        
    input        clk,         
    input        fifo_wreq,   
    input        fifo_rreq,   
    input  DTYPE din,         
    output DTYPE dout,        
    output       empty,       
    output       full         
);
  reg [$clog2(DEPTH)-1:0]   wptr;
  reg [$clog2(DEPTH)-1:0]   rptr;
  DTYPE    fifo[DEPTH];
  always @(posedge clk) begin
    if (!rstn) begin
      wptr <= 0;
    end else begin
      if (fifo_wreq & !full) begin
        fifo[wptr] <= din;
        wptr <= wptr + 1;
      end
    end
  end
  always @(posedge clk) begin
    if (!rstn) begin
      rptr <= 0;
    end else begin
      if (fifo_rreq & !empty) begin
        dout <= fifo[rptr];
        rptr <= rptr + 1;
      end
    end
  end
  assign full  = (wptr + 1) == rptr;
  assign empty = wptr == rptr;
endmodule
```
`./run.sh`:
```
#!/bin/bash
# OpenROAD 26Q1-2900-gdf79404cd8, Yosys 0.63+post, stock flow scripts
make -C /OpenROAD-flow-scripts/flow DESIGN_CONFIG=/design/flow/config.mk WORK_HOME=/design/flow/orfs finish
```
`./config.mk`:
```
export PLATFORM = sky130hd
export DESIGN_NAME = sync_fifo
export DESIGN_NICKNAME = sync_fifo
export VERILOG_FILES = /design/flow/design.v
export SDC_FILE = /design/flow/constraint.sdc
export NUM_CORES = 4
export LEC_CHECK = 1
export CORE_UTILIZATION = 30
export SYNTH_HDL_FRONTEND = slang
```
`./constraint.sdc`:
```
current_design sync_fifo

set clk_period 9.2
set clk_io_pct 0.2

create_clock -name clk0 -period $clk_period [get_ports {clk}]

set non_clock_inputs [all_inputs -no_clocks]
set_input_delay [expr $clk_period * $clk_io_pct] -clock clk0 $non_clock_inputs
set_output_delay [expr $clk_period * $clk_io_pct] -clock clk0 [all_outputs]
```
==> flow_metrics.tcl <==
# flow metrics
set metrics [dict create \
    status "finished, final reports clean" \
    gr-total-overflow 0 \
    grtUsageTotal_pct 11.9 \
    topCellsByArea "edfxtp_1 77%, mux4_2 11%, mux2_2 3.2%, mux4_1 2.6%, dfxtp_1 1.1%" \
    cts_tree "yes" \
    tns_ns 0 \
    fill_cells 3226 \
    startpoint_type "register" \
    holdWs_ns 0.597 \
    drt_first_pass_iters 4 \
    slew_violations 0 \
    grt_first_pass_wirelength_um 32100 \
    detail_route.wl_per_cell_um 19.7 \
    avgSynthCellArea_um2 23.7 \
    yosysCellCount 471 \
    fp.dieH_um 195 \
    design_area_mm2 0.0134 \
    rsz0062_at_grt "false" \
    tool_warnings 25 \
    critPathKind "register to primary output" \
    drtIter0Drc 154 \
    wl_um 20700 \
    drcViolationCount 0 \
    rows 70 \
    die_area_mm2 0.0380 \
    powerDensity_mw_per_mm2 254 \
    min_path_type "register to register" \
    core-area_mm2 0.0366 \
    final_layout_size_suffix_gt1_share_pct 26.6 \
    cp_data_arrival_time_ns 2.49 \
    num_vias 4994 \
    yosysTopAreaCellShare_pct 77.4 \
    die-width_um 195 \
    post-cts-setup-buffer-count 0 \
    cp_data_required_time_ns 7.36 \
    yosys_area_mm2 0.0112 \
    clock-root-buffer "clkbuf_16" \
    worstPathMaxFanout 11 \
    final_hold_viol_count 0 \
    clk_latency_ns 0.54 \
    clockBufferDepth 3 \
    cts_hold_buf 0 \
    area_growth_pct 20.1 \
    tightest_slew_ns 0.761 \
    skew_ns 0.0153 \
    clk_pin_slew_ns 0.06 \
    fmaxAchievable_mhz 231 \
    numPortBuffers 69 \
    hpwl_um 11900 \
    cp-end-kind "primary output" \
    synth_cell_types 36 \
    post-route-period-util_pct 47.1 \
    slew_headroom_pct 48.4 \
    period_minus_slack_ns 4.33 \
    clock_sinks 294 \
    synthCells 471 \
    power_leakage_uw 0.00412 \
    cts_max_level 1 \
    cts_buffers 30 \
    pin_count 70 \
    top_area_cell "edfxtp_1" \
    setup_viol 0 \
    drv_cap 0 \
    vias_per_cell 4.75 \
    grt_max_degree 42 \
    antenna_found_initial 1 \
    cts-resized-gates 0 \
    peakVddDrop_v 0.000124 \
    grt_pass1_vias 5876 \
    ant_nets 0 \
    place_congestion 0.828 \
    fp_util_pct 30.5 \
    ys_warn_count 0 \
    synth_area_mm2 0.0112 \
    place_area_mm2 0.0124 \
    synth_flops 294 \
    synth_seq_share_pct 78.5 \
]
## sequential cells by signal, indices dropped and copies added, names as in the netlist
signal and count:
dout 32, rptr 3, fifo 256, wptr 3
## worst paths after layout
path / cells after the start / startpoint / end / slack, ns
worst max-delay path: 4 / wptr[1] / full / 4.87
worst min-delay path: 2 / wptr[0] / wptr[0] / 0.60
worst max register to register: 5 / wptr[1] / fifo[5][18] / 6.43
worst min register to register: 2 / wptr[0] / wptr[0] / 0.60
## layer usage
layer	global-route usage [%]	wire, µm	vias up
li1	-	-	2179
met1	13.5	7010	2449
met2	18.5	9980	332
met3	8.79	3290	34
met4	2.19	379	0
met5	0	0	-
## logic make-up (layout without fill, tap and decap cells)
group | count (synthesis) | after routing | synth area share [%]
AND-OR/OR-AND | 15 | 15 | 0.997
XOR/XNOR | 8 | 8 | 0.762
adder cells (fa/ha/maj) | 2 | 2 | 0.224
buffers and inverters | 26 | 137 | 1.62
flip-flops | 294 | 294 | 78.5
multiplexers | 97 | 97 | 16.6
other | 0 | 1 | 0
AND/OR/NAND/NOR | 29 | 29 | 1.31
## report_power, final
group	switching [µW]	internal [µW]	leakage, µW	total [µW]
Clock	474	719	0.000488	1190
Combinational	240	326	0.000981	567
Sequential	67.5	1580	0.00265	1650
Total	782	2630	0.00412	3410
## per-stage QoR
stage          utilization, %  setup slack, ns  power, µW  instances
2_1_floorplan               -             3.35       2080        471
3_3_place_gp             34.0             5.20       2240        996
3_5_place_dp             34.0             5.10       2260        996
4_1_cts                  36.7             4.86       3460       1050
5_1_grt                  36.7             4.78       3550       1050
6_report                 36.7             4.87       3410       1051
## critical path: stages (launching register included)
cell and delay (ns):
dfxtp_1 0.57, ha_1 0.32, xor3_1 0.33, nor3_1 0.24, clkdlybuf4s50_1 0.50
## cell usage in the layout (no fill, tap or decap), drive strengths merged, types with 2 or more instances in the layout
master / count
a21oi: 2
dfxtp: 6
ha: 2
nor4: 2
xor2: 7
clkdlybuf4s50: 69
bufinv: 4
nor2: 7
clkinv: 16
edfxtp: 288
nand2b: 2
o311ai: 3
nor3: 5
nand3: 2
o21ai: 3
mux2: 32
inv: 3
buf: 12
mux4: 64
o31ai: 2
clkbuf: 32
nand2: 6
## cells in the mapped netlist, drive strengths merged
master,instances
edfxtp,288
nand2,6
o32a,1
nand3b,1
mux2,32
nor3b,1
xor2,7
dfxtp,6
nand2b,2
nor4bb,1
nor2,7
o21a,1
or3,1
nor4,2
a311oi,1
inv,2
o21ai,3
ha,2
mux4,64
mux2i,1
a31oi,1
and2,1
a21oi,2
xor3,1
nand3,2
clkbuf,7
buf,17
o31ai,2
o311ai,3
o211ai,1
nor3,5
## layout make-up
class | instances | area [µm²] | share of cell area, %
repair buffers | 81 | 781 | 5.82
flip-flops and latches | 294 | 8780 | 65.4
well taps | 468 | 586 | 4.36
diodes | 1 | 2.50 | 0.0186
clock buffers | 32 | 779 | 5.81
clock inverters | 22 | 206 | 1.54
multi-input cells | 151 | 2280 | 17.0
inverters | 2 | 7.51 | 0.0559
No activity file was given, so power comes from the tool's default toggle rates.
